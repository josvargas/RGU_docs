==> /design/flow/design.v <==
`timescale 1ns / 1ps					 
module SELECT_1_TO_N # ( parameter SEL_WIDTH=4, parameter OUTPUT_WIDTH=16 )
 (
 input wire [SEL_WIDTH-1:0] Sel,
 input wire  En,
 output wire [OUTPUT_WIDTH-1:0] O
 );
reg[OUTPUT_WIDTH-1:0] shift;
always @ ( * )
begin
	if (~En)
		shift = 1;
	else
		shift = (1 << 	Sel);
end
assign O = ( ~En ) ? 0 : shift ;
endmodule 
module CIRCULAR_SHIFTLEFT_POSEDGE # ( parameter SIZE=32 )
( input wire Clock, 
  input wire Reset,
  input wire[SIZE-1:0] Initial, 
  input wire      Enable,
  output wire[SIZE-1:0] O
);
reg [SIZE-1:0] tmp;
  always @(posedge Clock)
  begin
  if (Reset || tmp[SIZE-1])
		tmp <= Initial;
	else
	begin
		if (Enable)
			tmp <= tmp << 1;
	end	
  end
    assign O  = tmp;
endmodule
module MUXFULLPARALELL_2SEL_GENERIC # ( parameter SIZE=32 )
 (
 input wire [1:0] Sel,
 input wire [SIZE-1:0]I1, I2, I3,I4,
 output reg [SIZE-1:0] O1
 );
always @( * )
  begin
    case (Sel)
      2'b00: O1 = I1;
      2'b01: O1 = I2;
		2'b10: O1 = I3;
		2'b11: O1 = I4;
		default: O1 = SIZE;
    endcase
  end
endmodule 
module MUXFULLPARALELL_4SEL_GENERIC # ( parameter SIZE=32 )
 (
 input wire [3:0] Sel,
 input wire [SIZE-1:0] I0, I1, I2,I3,I4, I5, I6,I7,I8, I9, I10,I11,I12, I13, I14,I15,
 output reg [SIZE-1:0] O1
 );
always @( * )
  begin
    case (Sel)
      4'd0: O1 = I0;
      4'd1: O1 = I1;
		4'd2: O1 = I2;
		4'd3: O1 = I3;
		4'd4: O1 = I4;
      4'd5: O1 = I5;
		4'd6: O1 = I6;
		4'd7: O1 = I7;
		4'd8: O1 = I8;
      4'd9: O1 = I9;
		4'd10: O1 = I10;
		4'd11: O1 = I11;
		4'd12: O1 = I12;
      4'd13: O1 = I13;
		4'd14: O1 = I14;
		4'd15: O1 = I15;
		default: O1 = SIZE;
    endcase
  end
endmodule 
module FFD_POSEDGE_SYNCRONOUS_RESET # ( parameter SIZE=32 )
(
	input wire				Clock,
	input wire				Reset,
	input wire				Enable,
	input wire [SIZE-1:0]	D,
	output reg [SIZE-1:0]	Q
);
always @ (posedge Clock) 
begin
	if ( Reset )
		Q <= {SIZE{1'b0}};
	else
	begin	
		if (Enable) 
			Q <= D; 
	end	
end 
endmodule
module RAM_SINGLE_READ_PORT # ( parameter DATA_WIDTH=1, parameter ADDR_WIDTH=32, parameter MEM_SIZE=400000 )
(
 input wire      Clock,
 input wire      iWriteEnable,
 input wire[ADDR_WIDTH-1:0] iReadAddress0,
 input wire[ADDR_WIDTH-1:0] iWriteAddress,
 input wire[DATA_WIDTH-1:0]    iDataIn,
 output reg [DATA_WIDTH-1:0]   oDataOut0
);
reg [DATA_WIDTH -1:0] Ram [MEM_SIZE-1:0];  
always @(posedge Clock) 
begin 
  if (iWriteEnable) 
   Ram[iWriteAddress] <= iDataIn; 
   oDataOut0 <= Ram[iReadAddress0]; 
end 
endmodule
module RAM_DUAL_READ_PORT # ( parameter DATA_WIDTH=32, parameter ADDR_WIDTH=16, parameter MEM_SIZE=128 )
(
 input wire                    Clock,
 input wire                    iWriteEnable,
 input wire[ADDR_WIDTH-1:0]    iReadAddress0,
 input wire[ADDR_WIDTH-1:0]    iReadAddress1,
 input wire[ADDR_WIDTH-1:0]    iWriteAddress,
 input wire[DATA_WIDTH-1:0]    iDataIn,
 output reg [DATA_WIDTH-1:0]   oDataOut0,
 output reg [DATA_WIDTH-1:0]   oDataOut1
);
reg [DATA_WIDTH-1:0] Ram [MEM_SIZE-1:0];  
always @(posedge Clock) 
begin 
  if (iWriteEnable) 
   Ram[iWriteAddress] <= iDataIn; 
   oDataOut0 <= Ram[iReadAddress0]; 
   oDataOut1 <= Ram[iReadAddress1]; 
end 
endmodule
module SUB # (parameter SIZE=64)
(
input wire [SIZE-1:0] iA,iB,
output wire [SIZE-1:0] oR
);
	assign oR = iA - iB;
endmodule
module UPCOUNTER_POSEDGE # (parameter SIZE=32)
(
input wire Clock, Reset,
input wire [SIZE-1:0] Initial,
input wire Enable,
output reg [SIZE-1:0] Q
);
  always @(posedge Clock )
  begin
      if (Reset)
        Q <= Initial;
      else
		begin
		if (Enable)
			Q <= Q + 1;
		end			
  end
endmodule
module SynchFIFO #( parameter DATA_WIDTH=32, parameter ADDR_WIDTH=4, parameter MEM_SIZE=16 )
(
	input  wire                   iClock,
	input  wire                   iReset,
	input  wire                   iPush,
	input  wire [DATA_WIDTH-1:0]  iDataIn,
	input  wire                   iPop,
	output wire  [DATA_WIDTH-1:0] oDataOut,
	output wire                   oFull,
	output wire                   oEmpty
);
	reg [ADDR_WIDTH-1:0]  rWritePointer;
	wire [ADDR_WIDTH-1:0] wReadPointer;
	reg [DATA_WIDTH -1:0] Ram [MEM_SIZE-1:0];  
	assign oFull    = (rWritePointer == (MEM_SIZE-1))? 1'b1:1'b0;
	assign oDataOut =  Ram[wReadPointer];
	assign oEmpty   = (rWritePointer == 0)?1'b1:1'b0;
	assign wReadPointer = rWritePointer - 1'b1;
	always @( posedge iClock)
	begin
		if (iReset)
		begin
			rWritePointer <= 0;
		end
		else
		if (iPush)
		begin	
			Ram[rWritePointer] <= iDataIn;
			rWritePointer <= rWritePointer + 1'b1;
		end
		else if (iPop)
		begin
			rWritePointer <= rWritePointer - 1'b1;
		end	
		begin
		end
	end
endmodule
==> /design/flow/run.sh <==
#!/bin/bash
# OpenROAD 26Q1-2900-gdf79404cd8, Yosys 0.63+post, stock flow scripts
make -C /OpenROAD-flow-scripts/flow DESIGN_CONFIG=/design/flow/config.mk WORK_HOME=/design/flow/orfs finish
==> /design/flow/config.mk <==
export PLATFORM = sky130hd
export DESIGN_NAME = SynchFIFO
export DESIGN_NICKNAME = SynchFIFO
export VERILOG_FILES = /design/flow/design.v
export SDC_FILE = /design/flow/constraint.sdc
export NUM_CORES = 4
export LEC_CHECK = 1
export CORE_UTILIZATION = 40
==> /design/flow/constraint.sdc <==
current_design SynchFIFO

set clk_period 8.6
set clk_io_pct 0.2

create_clock -name clk0 -period $clk_period [get_ports {iClock}]

set non_clock_inputs [all_inputs -no_clocks]
set_input_delay [expr $clk_period * $clk_io_pct] -clock clk0 $non_clock_inputs
set_output_delay [expr $clk_period * $clk_io_pct] -clock clk0 [all_outputs]
==> metrics.cfg <==
[setup_path]
path_class = flop to output port
crit_required_ns = 6.88
r2r-start = rWritePointer[0]
crit_start = rWritePointer[0]
worstPathMaxFanout = 32
end_kind = output port
crit_arrival_ns = 4.60
critPathLaunchType = flop

[cts]
cts.sinks = 516
ctsHtreeMaxLevel = 2
ctsHoldBuffers = 0
clock.latency.late_pin_ns = 0.56
post_cts_buffers = 0
clockBufferDepth = 3
post_cts_resized = 0
numCtsBuffers = 52
cts_tree = done
root_buffer = clkbuf_16
clkSlewWorstSetupHoldPaths_ns = 0.06

[final_layout]
postLayoutCoreUtil_pct = 47.5
layout.area.comb_mm2 = 0.00390
finalInstanceArea_mm2 = 0.0229
fill_cells = 3897
drive_gt1_share_pct = 23.3
area_growth_syn_to_layout_pct = 16.1
seqCellArea_mm2 = 0.0155

[floorplan]
fp.coreArea_mm2 = 0.0481
row_count = 80
die-area_mm2 = 0.0502
io_pins = 70
die_w_um = 224
initial_utilization_pct = 40.9
die_y_um = 224

[routing]
wire_per_inst_um = 24.0
ant_nets = 0
drtIter0Drc = 550
first_pass_iters = 6
viasPerCell = 5.38
num_vias = 9068
wl_um = 40500
post-route-drc-count = 0

[grt]
overflow = 0
grt_pass1_vias = 9928
grt_use_total_pct = 18.5
grt_max_degree = 103
antenna_found_initial = 3
grt_pass1_wl_um = 61300

[power_and_ir_drop]
cellLeakagePower_nw = 7.16
ir_worst_vdd_mv = 0.168
pwr_density_cell_mw_per_mm2 = 246

[yosys]
area_leaders = edfxtp_1, mux4_2, a221o_1
synthCells = 884
syn_avg_cell_area_um2 = 22.3
async_flop_share_pct = 0
ys_cells = 884
ys_sh_mux_pct = 14.6
synthXorXnorAreaFrac_pct = 0.133
top_cells_by_count = edfxtp_1, mux4_2, inv_1, a221o_1, o22ai_1
synth_area_mm2 = 0.0197
edf_count = 512
top_cell_area_share_pct = 78.0
most_common_cell = edfxtp_1
yosys.area.top_type = edfxtp_1
ys_seq_share_pct = 78.4
yosys_most_used_dff = edfxtp_1
ys_chip_area_mm2 = 0.0197
synthDistinctLibCells = 33
yosys_register_bits = 516
synth-compound-area-share_pct = 3.08
ys.warnings.count = 1
topCombFamilyByArea = multiplexers
simple_gate_share_pct = 1.05
adder_share_pct = 0.254

[run]
maxCapViolations = 0
log.warning_count = 31

[worst_hold_path]
min_path_type = flop to flop
hold_start = rWritePointer[1]

[final_timing]
max_slew_margin_pct = 49.4
fmax_mhz = 158
final.setup.tns_ns = 0
hold_violations = 0
rsz0062_at_grt = no
finalCritPeriodShare_pct = 73.5
hold_ws_ns = 0.800
setup_viol_count_final = 0
slew_viol_final = 0
final.min_clock_period_ns = 6.32
fin_skew_ns = 0.0131
tightest_slew_ns = 0.758

[outcome]
status = complete, no violations

[placed_design]
port_buffers = 69
place_congestion = 0.762
place_hpwl_um = 19600
place_area_mm2 = 0.0213

[flip-flops by register name (all words and copies together) (netlist names)]
register and cells:
rWritePointer 4, Ram 512
[final cells by class]
class	count	area share [%]
Sequential cell	516	67.5
Multi-Input combinational cell	256	17.1
Clock buffer	67	6.02
Timing Repair Buffer	94	3.89
Tap cell	656	3.59
Inverter	66	1.08
Clock inverter	29	0.814
Antenna cell	2	0.0219
[critical path, stage by stage (launching register included)]
cell and delay [ns]:
dfxtp_4 0.69, buf_4 0.58, buf_4 0.64, buf_4 0.58
mux4_2 0.56, inv_1 0.06, o22ai_1 0.08, a221o_1 0.35
clkdlybuf4s50_1 0.43
[power breakdown]
group | total (mW) | switching [mW] | internal [mW]
Sequential | 2.82 | 0.0208 | 2.80
Clock | 2.07 | 0.882 | 1.19
Combinational | 0.738 | 0.359 | 0.379
[layout by cell type, fill, tap and decap left out, types with 3 or more instances in the layout]
cell type / n
mux4_2: 128
clkinv_1: 29
clkbuf_16: 53
o22ai_1: 31
nand2_1: 10
inv_1: 55
nor2_1: 8
clkinv_2: 5
clkbuf_1: 14
a221o_1: 32
nor2_4: 12
edfxtp_1: 512
xnor2_1: 3
ha_1: 3
buf_4: 24
nor3_2: 4
nand2b_1: 4
dfxtp_1: 3
clkdlybuf4s50_1: 69
[worst paths after layout]
check / cells past startpoint / slack [ns] / end
worst max-delay path: 8 / 2.28 / oDataOut[19]
worst min-delay path: 4 / 0.80 / rWritePointer[1]
worst max register to register: 6 / 4.64 / Ram[15][16]
worst min register to register: 4 / 0.80 / rWritePointer[1]
[per-stage QoR]
step	power [mW]	worst slack [ns]	cells
after floorplan	3.28	3.62	884
after global placement	3.63	2.74	1588
after detailed placement	3.63	2.72	1588
after CTS	5.70	2.08	1684
after global routing	5.84	1.82	1684
final	5.63	2.28	1686
[logic make-up after synthesis]
family                     Yosys count
DFF                                516
muxes                              128
buffers and inverters              112
AOI/OAI and AO/OA                   75
and+or+nand+nor                     46
adders and majority gates            4
xor gates and xnor gates             3
[routing by layer]
layer  vias up  wire, µm  track usage (%)
met5         -        11            0.489
li1       3905         -                -
met3        53      6100             12.3
met2       580     20400             28.5
met4         2       706             3.00
met1      4528     13400             23.4
No activity file was given, so power comes from the tool's default toggle rates.
